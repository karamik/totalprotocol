==> flow/design.v <==
`timescale 1ns / 1ps
module data_path_logic (
    input  wire         clk,            
    input  wire         rst_n,          
    input  wire [511:0] dma_data_in,    
    input  wire         dma_valid,      
    output reg          dma_ready,      
    input  wire         thermal_alert,  
    input  wire         tamper_alert,   
    output reg  [255:0] result_out,     
    output reg          result_valid,
    output reg  [1:0]   status_code     
);
    wire [255:0] poseidon_hash_result;
    wire         poseidon_done;
    localparam STATE_IDLE   = 2'b00;
    localparam STATE_PROC   = 2'b01;
    localparam STATE_PANIC  = 2'b11;
    reg [1:0] current_state;
    wire security_breach = thermal_alert | tamper_alert;
    always @(posedge clk or negedge rst_n) begin
        if (!rst_n) begin
            current_state <= STATE_IDLE;
            result_out    <= 256'h0;
            result_valid  <= 1'b0;
            dma_ready     <= 1'b1;
            status_code   <= 2'b00;
        end else begin
            if (security_breach) begin
                current_state <= STATE_PANIC;
                result_out    <= 256'hDEADBEEF_00000000_FFFFFFFF_00000000;  
                result_valid  <= 1'b0;
                dma_ready     <= 1'b0;
                status_code   <= 2'b11;  
            end else begin
                case (current_state)
                    STATE_IDLE: begin
                        status_code <= 2'b00;
                        if (dma_valid) begin
                            dma_ready     <= 1'b0;  
                            current_state <= STATE_PROC;
                        end
                    end
                    STATE_PROC: begin
                        status_code <= 2'b01;
                        if (poseidon_done) begin
                            result_out    <= poseidon_hash_result;
                            result_valid  <= 1'b1;
                            dma_ready     <= 1'b1;
                            current_state <= STATE_IDLE;
                        end
                    end
                    STATE_PANIC: begin
                        dma_ready <= 1'b0;
                    end
                endcase
            end
        end
    end
    assign poseidon_hash_result = dma_data_in[255:0] ^ 256'hA5A5A5A5;  
    assign poseidon_done = (current_state == STATE_PROC);
endmodule
==> flow/run.sh <==
#!/bin/bash
# OpenROAD 26Q1-2900-gdf79404cd8, Yosys 0.63+post, stock flow scripts
make -C /OpenROAD-flow-scripts/flow DESIGN_CONFIG=/design/flow/config.mk WORK_HOME=/design/flow/orfs finish
==> flow/config.mk <==
export PLATFORM = sky130hd
export DESIGN_NAME = data_path_logic
export DESIGN_NICKNAME = data_path_logic
export VERILOG_FILES = /design/flow/design.v
export SDC_FILE = /design/flow/constraint.sdc
export NUM_CORES = 4
export LEC_CHECK = 1
export CORE_AREA = 10 10 309 309
export DIE_AREA = 0 0 319 319
==> flow/constraint.sdc <==
current_design data_path_logic

set clk_period 17.6
set clk_io_pct 0.2

create_clock -name clk0 -period $clk_period [get_ports {clk}]

set non_clock_inputs [all_inputs -no_clocks]
set_input_delay [expr $clk_period * $clk_io_pct] -clock clk0 $non_clock_inputs
set_output_delay [expr $clk_period * $clk_io_pct] -clock clk0 [all_outputs]
==> impl_metrics.tcl <==
# metrics dict for downstream scripts
set metrics [dict create \
    num_rows 109 \
    r2r_cells 5 \
    wl_met3_um 5990 \
    yosysWarnings 1 \
    dr.max_layer_used "met4" \
    dp_hpwl_um 32300 \
    die_w_um 319 \
    clock_latency_ns 0.53 \
    numCtsBuffers 34 \
    cts-root-buf "clkbuf_16" \
    grt_pass1_vias 8955 \
    crit_type "in2reg" \
    fin_crit_sh 0.330 \
    power_w 0.00145 \
    fmax_mhz 172 \
    dieArea_um2 102000 \
    crit_fanout 54 \
    setup_viol 0 \
    cp.required_ns 17.98 \
    startpoint "tamper_alert" \
    hold_viol 0 \
    fin_setup_tns_ns 0 \
    antenna_found_initial 0 \
    floorplan.core_util 0.121 \
    io-pin-count 777 \
    warnings 281 \
    switching_share 0.211 \
    layout-drive-gt1-share 0.0493 \
    wirelength_um 42900 \
    drv_cap 0 \
    grt_max_degree 80 \
    grt_usage 0.0830 \
    drt_iter0_drc 497 \
    ys_cells 867 \
    skew_ns 0.00933 \
    gr-total-overflow 0 \
    synthToLayoutAreaGrowth_pct 70.1 \
    die_h_um 319 \
    cp_data_arrival_time_ns 6.20 \
    hp-class "reg2reg" \
    ff_type "dfrtp_1" \
    ys_seq_frac 0.613 \
    htreeDepth 2 \
    drv_slew 0 \
    met2_length_um 18200 \
    cts_buffer_depth 3 \
    netSwitchingPower_w 0.000306 \
    antenna_left 0 \
    rsz0062_at_grt "false" \
    edf_count 0 \
    first_pass_iters 4 \
    place_area_um2 17100 \
    yosysUniqueCellTypes 19 \
    period_minus_slack_ns 5.82 \
    drcViolationCount 0 \
    worstSetupStartpointType "input port" \
    postCtsSetupRepairBufs 0 \
    ys_area_um2 10700 \
    setup.worst_path.end "result_out[143]" \
    synthCells 867 \
    antenna_cells 0 \
    r2r_end "result_out[170]" \
    netlist_area_um2 10700 \
    r2r_slack_ns 14.32 \
    layout_top_cell "clkdlybuf4s50_1" \
    cts.clk_slew.worst_paths_ns 0.06 \
    reg2reg_from "current_state[1]" \
    fin_cells 2566 \
    core_area_um2 88500 \
    viasPerCell 3.23 \
    p_per_area_nw_per_um2 79.3 \
    cts_sinks 263 \
    ys_ff 263 \
    routabilityCongestion 0.800 \
    status "complete, no violations" \
    p_int_w 0.00114 \
    crit_path_end_kind "flop" \
    n_fill_cell 9587 \
    cts_tree "yes" \
    met1_length_um 17500 \
    layout_top_cells "519 x clkdlybuf4s50_1, 260 x dfrtp_1, 241 x mux2i_1, 187 x nor2_1, 56 x nand2_1" \
    worstMarginPinSlew_ns 0.749 \
    via_count 8288 \
    async_reset_ff_frac 1.00 \
    grt_pass1_wl_um 63400 \
    io_buffers 520 \
    syn_area_per_cell_um2 12.4 \
    power_frac_seq 0.417 \
    p_leak_nw 6.55 \
    avgRoutedWirePerCell_um 16.7 \
    peakVddDrop_mv 0.0604 \
    power_frac_comb 0.060 \
    dp_cells 2505 \
    clockPowerShare 0.523 \
    hold_buffers 0 \
    max_slew_margin 0.501 \
    post_cts_resized 0 \
    fin_area_um2 18300 \
]
power by group through the flow:
stage	Combinational, W	Clock [W]	Sequential [W]
after CTS	0.0000896	0.000794	0.000605
after global routing	0.0000941	0.000816	0.000604
final	0.0000866	0.000758	0.000605
synth_stat cells (2+ instances only):
library cell	n	area share
a21oi_1	17	0.0079
buf_2	3	0.0014
buf_4	27	0.019
buf_6	20	0.021
clkbuf_1	10	0.0035
dfrtp_1	261	0.61
dfstp_2	2	0.0049
mux2i_1	241	0.22
nand2_1	56	0.020
nand2b_1	34	0.020
nor2_1	188	0.066
critical path: stages:
cell	delay (ns)
clkdlybuf4s50_1	0.65
or2_4	0.64
buf_4	0.57
buf_4	0.58
nor2_1	0.12
worst min path at each step:
stage,slack (ns),depth (start not counted),startpoint,to
after global routing,0.50,1,current_state[2],current_state[2]
final,0.48,1,current_state[2],current_state[2]
after CTS,0.48,1,current_state[2],current_state[2]
logic make-up after synthesis:
logic type	count (synthesis)	synth area share
compound gates	19	0.00955
simple gates	283	0.108
flops	263	0.613
mux	241	0.225
buf+inv	61	0.0451
flip-flops by register name (all words and copies together) (netlist names):
signal	cells
result_valid	1
current_state	3
status_code	2
dma_ready	1
result_out	256
stage by stage:
step	worst slack (ns)	hold slack (ns)	util
final	11.78	0.479	0.206
after global routing	11.64	0.496	0.206
after CTS	11.76	0.482	0.206
after detailed placement	11.19	0.465	0.193
after global placement	11.19	0.463	0.193
after floorplan	13.31	0.425	-
area by class of cell:
| cell class | count | area (um2) | area share |
|---|---|---|---|
| multi-input cells | 543 | 3680 | 0.202 |
| repair buffers | 533 | 5320 | 0.291 |
| inverters | 1 | 3.75 | 0.000205 |
| clock buffers | 55 | 1060 | 0.0582 |
| well taps | 1165 | 1460 | 0.0798 |
| flip-flops and latches | 263 | 6590 | 0.361 |
| clock inverters | 6 | 155 | 0.00849 |
metal layers:
layer  up-vias  global-route usage
met3        45              0.0500
met2       405               0.122
li1       3911                   -
met4         0              0.0187
met1      3927               0.104
met5         -                   0
No activity file was given, so power comes from the tool's default toggle rates.
