==> ./design.v <==
module sentinel_crypto_accelerator #(
    parameter int WIDTH = 256
)(
    input  logic clk,
    input  logic rst_n,
    input  logic [WIDTH-1:0] operand_a,
    input  logic [WIDTH-1:0] operand_b,
    input  logic start,
    output logic [WIDTH-1:0] result,
    output logic done
);
    typedef enum logic [1:0] {IDLE, COMPUTE, DONE} state_t;
    state_t state;
    logic [7:0] step_counter;
    always_ff @(posedge clk or negedge rst_n) begin
        if (!rst_n) begin
            state <= IDLE;
            result <= '0;
            done <= 1'b0;
            step_counter <= 0;
        end else begin
            case (state)
                IDLE: begin
                    done <= 1'b0;
                    if (start) state <= COMPUTE;
                end
                COMPUTE: begin
                    if (step_counter < 64) begin
                        step_counter <= step_counter + 1;
                        result <= (operand_a ^ operand_b) + (result << 1);  
                    end else begin
                        state <= DONE;
                    end
                end
                DONE: begin
                    done <= 1'b1;
                    step_counter <= 0;
                    state <= IDLE;
                end
            endcase
        end
    end
endmodule
==> ./run.sh <==
#!/bin/bash
# OpenROAD 26Q1-2900-gdf79404cd8, Yosys 0.63+post, stock flow scripts
make -C /OpenROAD-flow-scripts/flow DESIGN_CONFIG=/design/flow/config.mk WORK_HOME=/design/flow/orfs finish
==> ./config.mk <==
export PLATFORM = sky130hd
export DESIGN_NAME = sentinel_crypto_accelerator
export DESIGN_NICKNAME = sentinel_crypto_accelerator
export VERILOG_FILES = /design/flow/design.v
export SDC_FILE = /design/flow/constraint.sdc
export NUM_CORES = 4
export LEC_CHECK = 1
export CORE_AREA = 10 10 398 398
export DIE_AREA = 0 0 408 408
==> ./constraint.sdc <==
current_design sentinel_crypto_accelerator

set clk_period 75.5
set clk_io_pct 0.2

create_clock -name clk0 -period $clk_period [get_ports {clk}]

set non_clock_inputs [all_inputs -no_clocks]
set_input_delay [expr $clk_period * $clk_io_pct] -clock clk0 $non_clock_inputs
set_output_delay [expr $clk_period * $clk_io_pct] -clock clk0 [all_outputs]
==> changes_impl.md <==
### Physical design

* Wirelength per Cell at 24.2 um
* Clock Path Buffers at 3
* Crit path time final at 20.71 ns
* Worst vdd ir at 0.0163 mV
* FF-to-FF path depth at 18
* Log Warnings at 55
* CP Data Arrival Time at 21.17 ns
* Fillers at 16200
* Status: finished clean
* Routability cong. at 1.00
* Vias at 34300
* Power per cell area at 46.5 nW/um^2
* Floorplan Utilization at 0.206
* Initial antenna violation count at 2
* Yosys chip area at 30900 um^2
* Seq cells post-synth at 268
* Worst EP required at 75.96 ns
* Finished Layout Cells at 6931
* Commonest Layout Cell: clkdlybuf4s50_1
* Synthesis-to-layout area growth at 36.2%
* Cells in synth_stat.txt at 4225
* # setup viols final at 0
* DRT iter0 DRCs at 2206
* Top-area cell type share of the netlist area at 0.216
* Clock-pin slew of the registers on the worst-case setup and hold paths at 0.06 ns
* WHS Endpoint: done$_DFFE_PN0P_
* Post-CTS Setup Repair Bufs at 0
* Post_cts resized at 0
* Max-cap violations at 0
* Dpl hpwl at 146000 um
* Boundary pin count at 772
* Startpoint Class: input port
* Placed Instances at 6852
* FF-to-FF End: result[245]$_DFFE_PN0P_
* Setup TNS at 0 ns
* Top Layout Cells: clkdlybuf4s50_1 (770), nand2_1 (602), o21ai_0 (540)
* R2R Setup Slk at 69.50 ns
* Register share after synthesis at 0.217
* Latency at later pin at 0.62 ns
* Hold slack at 0.480 ns
* Worst min path class: reg -> reg
* Vias in the first global route at 34300
* GRT overflow at 0
* Kind of critical path: in -> reg
* Largest net degree at the start of global routing at 89
* Tcrit/Tclk final at 0.274
* Fraction of layout cells with a size suffix above 1 at 0.0358
* Final slew viol count at 0
* EDFF count, synth at 0
* CTS Buf Count at 43
* Mapped Cells at 4225
* CP Capture Type: flip-flop
* First-pass GRT wire length at 241000 um
* Remaining DRCs at 0
* Hold Path Cell Cnt at 1
* FMAX at 48.3 MHz
* DRT Pass-1 Iters at 6
* Core Area at 150000 um^2
* H-tree level count at 2
* Relative slew margins at 0.289
* Die X at 408 um
* Num rows at 142
* Total GRT Usage at 0.197
* Detail Route Antenna Nets at 0
* Final Hold Vio Count at 0
* Cell type with the largest total area: dfrtp_1
* Clock Skews at 0.0267 ns
* Synth async-reset ratio at 1.00
* Clock Sinks at 268
* Die area at 166000 um^2
* Post-Syn Area per Cell at 7.31 um^2
* RR Startpoint: result[0]$_DFFE_PN0P_
* Static Leak at 0.0162 uW
* WL final at 168000 um
* CP Max Fanout at 4
* Area of the mapped netlist at 30900 um^2
* Final worst-path setup slack at 54.79 ns
* Ys Warns at 1
* Port bufs at 771
* Most common reg cell: dfrtp_1
* Routed vias/inst at 4.95
* Die H at 408 um
* CTS tree: built
* Pre-CTS setup slack at 54.07 ns
* Post-CTS Hold Fix Bufs at 0
* Worst-margin pin slew at 1.06 ns
* Top post-synthesis cells by area: dfrtp_1 (22%), ha_1 (12%), xor2_1 (10%), o21ai_0 (8.7%), a21oi_1 (8.2%)
* Hold path start: done$_DFFE_PN0P_
* Final Power at 1960 uW
* CTS root buf: clkbuf_16
* Unrepaired setup endpoints after global routing: false
* Count of different cell masters after synthesis at 85
## registers in the layout, summed over array words and instances (netlist names)
name,flops
state,3
step_counter,8
result,256
done,1
## routing by layer
| metal | share of wire | wire (um) | vias to the layer above | GRT usage |
|---|---|---|---|---|
| met5 | 0 | 0 | - | 0 |
| met4 | 0.023 | 3920 | 0 | 0.0362 |
| met2 | 0.48 | 81300 | 1187 | 0.335 |
| met1 | 0.43 | 71500 | 16400 | 0.257 |
| met3 | 0.066 | 11100 | 170 | 0.0433 |
| li1 | - | - | 16500 | - |
## layout make-up
class	instances	area [um^2]	share of cell area
antenna	1	2.50	0.0000595
clock buffer	57	1230	0.0293
clock inverter	21	200	0.00476
inverter	109	409	0.00972
multi-input combinational	3651	23000	0.547
sequential	268	6710	0.159
tap	2016	2520	0.0599
timing repair buffer	808	8000	0.190
## critical path, stage by stage
cell             delay (ns)
clkdlybuf4s50_1        0.49
xor2_1                 0.15
ha_1                   0.20
inv_1                  0.06
fa_1                   0.41
nor2b_1                0.17
o31a_1                 0.21
nand4_1                0.22
a21oi_1                0.43
o21ai_0                0.25
buf_4                  0.20
a31oi_1                0.58
o2111ai_1              0.46
a311oi_1               0.76
a21oi_1                0.27
o221ai_1               0.57
a21boi_1               0.19
o21ai_1                0.20
xnor2_1                0.14
o21ai_0                0.11
## cells in the mapped netlist, types with 57 or more instances
| cell type | count |
|---|---|
| a21o_1 | 114 |
| a21oi_1 | 505 |
| clkbuf_1 | 164 |
| dfrtp_1 | 267 |
| ha_1 | 285 |
| inv_1 | 109 |
| nand2_1 | 602 |
| nand3_1 | 57 |
| nand4_1 | 165 |
| nor2_1 | 298 |
| nor3_1 | 67 |
| o21ai_0 | 540 |
| o21bai_1 | 103 |
| xnor2_1 | 155 |
| xor2_1 | 352 |
## worst max-delay path by stage
stage	from	to	slack, ns	depth (start not counted)
CTS	operand_b[1]	result[245]$_DFFE_PN0P_	54.69	20
global route	operand_b[1]	result[245]$_DFFE_PN0P_	54.43	20
finish	operand_b[1]	result[245]$_DFFE_PN0P_	54.79	20
## power breakdown
group / total [uW] / switching (uW) / internal (uW)
logic: 1440 / 875 / 567
clock network: 210 / 85.1 / 125
registers: 304 / 75.9 / 228
total: 1960 / 1040 / 920
## per-stage QoR
step                       util  instance area, um^2
after floorplan               -                30900
after global placement    0.271                40700
after detailed placement  0.271                40700
after CTS                 0.281                42100
after global routing      0.281                42100
final                     0.281                42100
## cells by family after synthesis
| kind of cell | Yosys count | synth area share |
|---|---|---|
| xor+xnor | 507 | 0.144 |
| flops | 268 | 0.217 |
| simple gates | 1321 | 0.191 |
| fa+ha+maj | 286 | 0.116 |
| compound gates | 1533 | 0.292 |
| buf+inv | 306 | 0.0385 |
| mux | 4 | 0.00146 |
Power and IR drop assume default switching activity.
